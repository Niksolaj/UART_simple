--- ./run.sh ---
#!/bin/bash
# OpenROAD 26Q1-2900-gdf79404cd8, Yosys 0.63+post, stock flow scripts
make -C /OpenROAD-flow-scripts/flow DESIGN_CONFIG=/design/flow/config.mk WORK_HOME=/design/flow/orfs finish
--- ./config.mk ---
export PLATFORM = sky130hd
export DESIGN_NAME = UART_TX_simple
export DESIGN_NICKNAME = UART_TX_simple
export VERILOG_FILES = /design/flow/design.v
export SDC_FILE = /design/flow/constraint.sdc
export NUM_CORES = 4
export LEC_CHECK = 1
export CORE_AREA = 10 10 90 90
export DIE_AREA = 0 0 100 100
--- ./constraint.sdc ---
current_design UART_TX_simple

set clk_period 1.3
set clk_io_pct 0.2

create_clock -name clk0 -period $clk_period [get_ports {clk}]

set non_clock_inputs [all_inputs -no_clocks]
set_input_delay [expr $clk_period * $clk_io_pct] -clock clk0 $non_clock_inputs
set_output_delay [expr $clk_period * $clk_io_pct] -clock clk0 [all_outputs]
--- ./design.v ---
module UART_TX_simple#(parameter BAUD_RATE = 115200,
                         parameter PARITY = 0,
                         parameter STOP = 1,
                         parameter CLK_FREQ_HZ = 33330000)(
                           input wire clk,
                           input wire [7:0] tx_byte,
                           input wire send_byte,
                           output reg serial_tx = 0,
                           output reg sending_byte
                         );
  reg [7:0] byte_reg;
  reg [3:0] state = IDLE;
  reg [9:0] uart_clk_divider = 0;
  reg uart_clk = 0;
  reg [2:0] bit_cnt = 3'd0;
  parameter IDLE = 0,
            START_BIT = 1,
            DATA_BITS = 2,
            PARITY_BIT = 3,
            STOP_BIT = 4;
  parameter BAUD_RATE_HALV_PERIOD_IN_CLKS = CLK_FREQ_HZ/(BAUD_RATE*2);
  always@(posedge clk)
  begin
    uart_clk_divider <= uart_clk_divider + 1;
    if( BAUD_RATE_HALV_PERIOD_IN_CLKS <= uart_clk_divider )
    begin
      uart_clk <= ~uart_clk;
      uart_clk_divider <= 0;
    end
  end
  always@(posedge uart_clk)
  begin
    case(state)
      IDLE:
      begin
        serial_tx <= 1;
        if( send_byte )
        begin
          byte_reg <= tx_byte;
          serial_tx <= 0;
          sending_byte <= 1;
          state <= START_BIT;
        end
      end
      START_BIT:
      begin
        serial_tx <= byte_reg[0];
        state <= DATA_BITS;
      end
      DATA_BITS:
      begin
        bit_cnt <= bit_cnt + 3'd1;
        if(7 > bit_cnt)
        serial_tx <= byte_reg[bit_cnt+1];
        else if( 7 == bit_cnt )
        begin
          bit_cnt <= 3'd0;
          if ( 1 == PARITY )
            state <= PARITY_BIT;
          else
            begin
              serial_tx <= 1;
            state <= STOP_BIT;
            end
        end
      end
      PARITY_BIT:
      begin
        state<= STOP_BIT;
      end
      STOP_BIT:
      begin
        state <= IDLE;
        sending_byte <= 0;
      end
    endcase
  end
endmodule
==> notes.md <==
Results of the flow run.

OpenSTA lists the critical path endpoint as uart_clk_divider[6]$_SDFF_PP0_. Clock tree synthesis selected as its root buffer the cell clkbuf_8. The routed design has 1.66 mm of wire. On the worst path, the slowest cell contributes a delay of 0.37 ns. The highest ir drop seen on vdd stands at about 0.94 mV. Looking at the reg2reg group, the worst path ends at uart_clk_divider[6]$_SDFF_PP0_. The synthesized netlist has a Yosys-reported chip area of 1140 um^2. After synthesis, the cell types taking the most area are edfxtp_1, dfxtp_1, ha_1.

Entering global routing, the biggest net connects 17 pins. The post-route netlist has 9.43% of its cells at a drive strength greater than 1. The cell sequence reported for the critical path is ha_2 > nand2_1 > or3_1 > a21oi_1. The number of logged tool warnings stands at 27. The area growth from synthesis to layout is 22.8%. The routed design shows a via density per instance of between 3 and 4. Per the detail_route report, routed wire per instance is 9.08 um. Measured along the x axis, the die boundary spans 100 um. The setup clock skew after layout stands at about 0.0038 ns.

The first global-routing pass estimated 2.75 mm of wire. The maximum clock path buffer count stands at 2. The maximum clock frequency stands at 859 MHz. The final sum of negative setup slack stands at 0 ns. For this design the top-level I/O count stands at 12. At the later pin of the worst-skew pair, clock insertion delay measures 0.23 ns. The warning tally printed by Yosys for this design is 1. The critical path is of the reg2reg type. Per STA, the startpoint of the critical path is uart_clk_divider[1]$_SDFF_PP0_. The flow ran to the end, and the final reports show no timing, DRC or antenna violations. For reference, the post-synthesis area per instance comes to about 12 um^2. TritonCTS built the clock tree. The total setup buffers inserted after CTS stands at 0. The relative slew slack stands at 62.3%. By instance count after routing, the leading logic cell types are edfxtp_1, clkdlybuf4s50_1, dfxtp_1, nor2_1, a21oi_1. Per the detailed placement report, the placed cell area equals 1350 um^2. Summing every instance area after synthesis gives between 1000 and 1500 um^2.

The number of hold buffers added after cts stands at 0. Per the OpenROAD floorplan log, the height of the die is 100 um. The number of nets with antenna violations after routing stands at 0. The timing report shows that the slowest cell on the worst path is dfxtp_1. OpenSTA, run right after detailed placement, puts the worst setup slack at 0.127 ns. The last timing report of the flow puts the setup violation total at 0. The port buffer count stands at 11. The region available for standard cell placement spans 6280 um^2. The share of the clock period used by the worst path after layout stands at between 80% and 90%.

The total of max-cap violations stands at 0. The data arrival at the endpoint of the critical path stands at roughly 1.3 ns. The initial utilization of the core area, before any placement, comes to 18.1%.

The cell type that accounts for the most area after synthesis is edfxtp_1. Cells fill 22.2% of the core in the end. The worst setup path is captured at a flip-flop.

According to the report, the first pass of detailed routing completed in 4 iterations. Per the detail_route report, inserted antenna diodes total 0. The number of standard cells reported by yosys stands at 91. The via count of the first global-routing pass stands at 635. CTS built an H-tree with a depth of 1. The global placement routability congestion stands at 0.795. The highest fanout seen on the critical path stands at 4. The clock transition at the register clock pins on the worst setup and hold paths after CTS stands at approximately 0.050 ns. After technology mapping, the gate count stands at 91.

The critical path endpoint has a required time of 1.46 ns. Of the post-synthesis cell area, the dominant cell type holds 44.9%. The part of the Yosys area used for sequential elements stands at 62.6%. The total of flip-flops plus latches after synthesis stands at 27. Per the OpenROAD power report, leakage power amounts to 0.480 nW.

The synthesized netlist contains 29 unique library cells. The starting DRC count in detailed routing stands at 26. For the pin with the worst max-slew slack, the measured transition is between 0.5 and 0.6 ns. The detailed router placed about 670 vias in this run. The cell depth of the worst flop-to-flop path stands at 4. The number of flip-flops under the largest register name stands at 10. The post-route minimum period stands at 1.16 ns.

The HPWL after detailed placement stands at 1.23 mm. The global router's overall resource usage stands at between 3 and 4%. The total overflow reported by the global router stands at 0. Total power normalized to cell area comes to 641 nW/um^2. The final non-filler cell area stands at 1400 um^2.

The internal reg-to-reg setup slack stands at 0.14 ns. STA classifies the critical path startpoint as a flip-flop. The startpoint identified for the worst register-to-register timing path is uart_clk_divider[1]$_SDFF_PP0_. Setup repair after global routing left no endpoint under its margin. The TritonCTS buffer count stands at 3.

In the final report, the number of hold violations comes to 0. The number of unconstrained endpoints stands at 34. The top cell type in the final layout, fill and taps aside, is edfxtp_1.

The overall die size recorded for this design is 10000 um^2. The final timing report lists a max-slew violation count of 0. Once routing completed, OpenROAD measured the worst setup slack at between 0.1 and 0.15 ns. The worst hold path belongs to the class reg2reg. The timer found 16 register pins that no clock reaches; their paths are not timed. After layout, the design draws a total of 0.000894 W. In this run the core area contains 29 standard-cell rows. The count of unresolved DRC violations after routing stands at 0. The number of antenna violations at the first check in global routing came to 0.
kinds of logic after synthesis:
family,synth area share [%]
and+or+nand+nor,13.4
AOI/OAI and AO/OA,7.60
adders and majority gates,4.41
xor gates and xnor gates,3.08
DFF,62.6
buffers and inverters,2.97
muxes,5.62
other,0.330
through the flow:
| stage | hold slack [ns] | std cells |
|---|---|---|
| 3_3_place_gp | 0.447 | 179 |
| 4_1_cts | 0.459 | 183 |
| 5_1_grt | 0.479 | 183 |
| 3_5_place_dp | 0.441 | 179 |
| 2_1_floorplan | 0.426 | 92 |
| 6_report | 0.448 | 183 |
critical path, delay by kind of cell, from the launching register on:
| family | cells | cell delay (ns) |
|---|---|---|
| AND-OR/OR-AND | 1 | 0.14 |
| AND/OR/NAND/NOR | 2 | 0.36 |
| flip-flops | 1 | 0.37 |
| adder cells (fa/ha/maj) | 1 | 0.23 |
area by class of cell:
type                            count  area [um^2]
Clock buffer                        4         45.0
Fill cell                         658         4880
Inverter                            5         18.8
Timing Repair Buffer               13          125
Multi-Input combinational cell     57          398
Sequential cell                    27          712
Tap cell                           77         96.3
Yosys cell counts:
master     instances
o21a_1             1
edfxtp_1          17
inv_1              5
xnor2_1            1
a21oi_1            6
nor4bb_1           1
mux2_2             1
xor2_1             3
o21ai_0            2
and3b_1            1
nand2b_2           1
nand2_1            5
mux4_2             1
nor4_1             1
nor2b_1            3
nand3_1            3
o22ai_1            1
or3_1              3
nor2_1             7
conb_1             1
a2111oi_0          2
mux2i_1            3
dfxtp_1           10
buf_2              3
and3_1             1
ha_1               4
o21bai_1           1
o31ai_1            1
nor3b_1            2
worst min path at each step:
stage	cells after the start	startpoint	slack, ns	endpoint
CTS	2	uart_clk_divider[7]$_SDFF_PP0_	0.46	uart_clk_divider[7]$_SDFF_PP0_
global route	2	uart_clk_divider[7]$_SDFF_PP0_	0.48	uart_clk_divider[7]$_SDFF_PP0_
finish	1	uart_clk_divider[0]$_SDFF_PP0_	0.45	uart_clk_divider[0]$_SDFF_PP0_
per-layer routing:
metal	vias to the layer above	track usage (%)	routed length, um
met1	305	3.93	778
met2	11	5.82	772
met3	0	1.32	111
li1	355	-	-
met4	0	0.109	0
met5	-	0	0
what timing repair did:
action                                  in CTS  in global routing
endpoints found under the setup margin       0                  1
resized                                      0                  2
endpoints found under the hold margin        0                  0
power breakdown:
group	switching (W)	internal, W	leakage, nW
clock	0.000111	0.000214	0.0228
sequential	0.0000223	0.000441	0.242
combinational	0.0000469	0.0000596	0.215
Power and IR drop assume default switching activity.
