File: design/flow/config.mk
export PLATFORM = sky130hd
export DESIGN_NAME = UART_RX_simple
export DESIGN_NICKNAME = UART_RX_simple
export VERILOG_FILES = /design/flow/design.v
export SDC_FILE = /design/flow/constraint.sdc
export NUM_CORES = 4
export LEC_CHECK = 1
export CORE_AREA = 10 10 108 108
export DIE_AREA = 0 0 118 118
File: design/flow/constraint.sdc
current_design UART_RX_simple

set clk_period 2.2
set clk_io_pct 0.2

create_clock -name clk0 -period $clk_period [get_ports {clk}]

set non_clock_inputs [all_inputs -no_clocks]
set_input_delay [expr $clk_period * $clk_io_pct] -clock clk0 $non_clock_inputs
set_output_delay [expr $clk_period * $clk_io_pct] -clock clk0 [all_outputs]
File: design/flow/design.v
module UART_RX_simple#(parameter BAUD_RATE = 115200,
                         parameter PARITY = 0,
                         parameter STOP = 1,
                         parameter CLK_FREQ_HZ = 33330000
                        )(
                          input wire clk,  
                          input wire serial_rx,
                          output reg [7:0] rx_byte = 0,
                          output reg uart_data_redy
                        );
  reg [3:0] bit_state = IDLE;
  reg [3:0] bit_count = 0;
  reg [9:0] uart_clk_divider = 0;
  reg uart_clk = 0;
  parameter IDLE = 0,
            START_BIT = 1,
            DATA_BITS = 2,
            PARITY_BIT = 3,
            STOP_BIT = 4;
  parameter BAUD_RATE_HALV_PERIOD_IN_CLKS = CLK_FREQ_HZ/(BAUD_RATE*2);
  always@(posedge clk)
  begin
    uart_clk_divider <= uart_clk_divider + 1;
    if( IDLE != bit_state )
    begin
      if( BAUD_RATE_HALV_PERIOD_IN_CLKS <= uart_clk_divider )
      begin
        uart_clk <= ~uart_clk;
        uart_clk_divider <= 0;
      end
    end
    else if( (IDLE == bit_state) && (0 == serial_rx) )
    begin
      uart_clk <= 1;
      uart_clk_divider <= 0;
    end
    else
    begin
      uart_clk <= 0;
      uart_clk_divider <= 0;
    end
  end
  always@(posedge uart_clk)
  begin
    bit_count <= bit_count + 3'd1;
    case(bit_state)
      IDLE:
     begin
        uart_data_redy <= 0;
        bit_state <= START_BIT;
      end
      START_BIT:
      begin
        bit_state <= DATA_BITS;
      end
      DATA_BITS:
      begin
        if( 9 <= bit_count )
        begin
          if(PARITY)
            bit_state <= PARITY_BIT;
          else
          begin
            uart_data_redy <= 1;
            bit_state <= STOP_BIT;
          end
        end
      end
      PARITY_BIT:
      begin
        bit_state <= STOP_BIT;
      end
      STOP_BIT:
      begin
        bit_count <= 0;
        bit_state <= IDLE;
      end
    endcase
  end
  always@(negedge uart_clk)
  begin
    if(DATA_BITS == bit_state )
    begin
        rx_byte <= { serial_rx, rx_byte[7:1] };
    end
  end
endmodule
File: design/flow/run.sh
#!/bin/bash
# OpenROAD 26Q1-2900-gdf79404cd8, Yosys 0.63+post, stock flow scripts
make -C /OpenROAD-flow-scripts/flow DESIGN_CONFIG=/design/flow/config.mk WORK_HOME=/design/flow/orfs finish
==> deck_impl_summary.md <==
Synthesis and Place & Route Summary

Run status
  • Run status: finished, final reports clean

Global routing
  • Global-route wire length before repair: 2.73 mm
  • Global-route usage over all layers: around 2.3%
  • Largest net degree at the start of global routing: 11
  • Vias in the first global route: between 500 and 600
  • Gr ovfl total: 0
  • Initial antenna violation count: 0

Synthesis
  • Adder share: ~3.6%
  • Cell taking the most area after synthesis: edfxtp_1
  • Ao+oa area frac: 6.62%
  • Simple share: ~16%
  • Biggest area cells: edfxtp_1, dfxtp_1, ha_1, xor2_1, nor2_2
  • Max-area cell share: a little under two fifths
  • Cell count after synthesis: between 80 and 90
  • Post-synth regs: 27
  • Synth mux share: 0.963%
  • XORs/XNORs by Area: 5.05%
  • Netlist Area Pre-Place: approximately 1000 um^2
  • Share of flip-flops with an asynchronous set or reset: 0%
  • Yosys warns: 1
  • Syn_area_per_cell: around 13 um^2
  • Synth Seq Share: approximately 65%
  • Post-synth EDFFs: 13
  • Most used DFF post-synth: dfxtp_1
  • Comb area leader: simple AND/OR/NAND/NOR gates
  • Netlist cell types: 32
  • YS chip area: 1040 um^2
  • Ys cells: between 80 and 90

Cells and area
  • Share of layout cells above drive strength 1: 12.6%
  • Finished Layout Cells: around 220
  • Area Overhead vs Synth: 28.8%
  • Most frequent cells in the layout: dfxtp_1, edfxtp_1, clkdlybuf4s50_1
  • Most numerous logic cell after layout: dfxtp_1

Floorplan
  • Die Area: about 14000 um^2
  • I/O pins: 11
  • Row count: 35
  • Initial Utilization: roughly 11%
  • Core footprint: 9280 um^2
  • Die W: between 100 and 150 um
  • Die height: about 120 um

Power and ir drop
  • Cell Int Power: 375 uW
  • Total Power: between 400 and 500 uW
  • Cell Pwr Density: about 350 nW/um^2
  • Logic pwr share: 3.9%
  • P_leak: between 0.0004 and 0.0005 uW
  • Psw: 88.8 uW
  • Switching power share of the total: between 10% and 20%
  • Worst VDD drop: 0.151 mV
  • Clock share of power: between 40% and 50%
  • Sequential cell fraction of total power: between 50% and 60%

Clock network
  • CTS Buf Count: 3
  • Clock latency on the worst-skew pair: between 0.2 and 0.25 ns
  • # Post-CTS Setup Buffers: 0
  • CTS tree: done
  • H-tree depth: 1
  • Clk buf depth: 2
  • # hold bufs at CTS: 0
  • Clock root buffer: clkbuf_8
  • Cts repair resizes: 0
  • Clk pin slew, worst setup/hold paths: around 0.050 ns

Route
  • Iteration-0 DRC Markers: 15
  • Routed len/inst: 6.86 um
  • DRT Pass-1 Iters: 2
  • Vias: 590
  • # diodes: 0
  • Remaining antenna violation count: 0
  • Total Wirelength: ~1.5 mm
  • # DRC: 0
  • Vias/cell: around 2.6

Placement
  • Pre-CTS WS: between 0.6 and 0.7 ns
  • Routability Congestion: a little under 0.8
  • Input/output buffers: 10
  • DP HPWL: 1.19 mm
  • Placed insts: between 200 and 250

Final timing
  • Setup violators final: 0
  • Final min period: approximately 1.6 ns
  • Clock Skews: 0.00148 ns
  • RSZ-0062 raised after global routing: no
  • Register pins left without a clock: 16
  • Fmax achieved: 629 MHz
  • Total Neg Setup Slack: 0 ns
  • Fin. max-slew vios: 0
  • Final hold slack: roughly 0.51 ns
  • Tcrit/Tclk final: 72.2%
  • Endpoints left unconstrained: 37
  • Final Hold Violating Endpoints: 0
  • Final Worst Setup Slack: 0.611 ns

Setup path
  • Crit. End Element: flop
  • Crit-path max FO: 8
  • CP required: roughly 2.1 ns
  • Critical Path Max Stage Delay: ~0.64 ns
  • Worst-path cell chain: o31a_1 -> or4_1
  • Critical path class: reg -> reg
  • Crit path max-delay cell type: or4_1
  • Critical path arrival: roughly 1.5 ns
  • CP startpoint kind: flop

Run
  • Max-Cap Viols: 0
  • Count of tool warnings: 27

Min path
  • Min-Delay Path Class: reg -> reg
-- sequential cells by signal (all words and copies together), names as in the netlist --
signal,count
bit_count,4
bit_state,3
rx_byte,8
uart_clk,1
uart_clk_divider,10
uart_data_redy,1
-- metrics by stage --
stage	instance area, um^2	util, %
after CTS	1340	14.4
after global routing	1340	14.4
after global placement	1290	13.9
final	1340	14.4
after floorplan	1040	-
after detailed placement	1290	13.9
-- cells in the mapped netlist, drive strengths merged (2+ instances only) --
| cell type | count |
|---|---|
| dfxtp | 14 |
| ha | 3 |
| a21oi | 2 |
| or3 | 2 |
| nor2 | 10 |
| and2 | 2 |
| xnor2 | 2 |
| nand3 | 4 |
| xor2 | 4 |
| nor3 | 3 |
| inv | 6 |
| edfxtp | 13 |
-- worst paths after layout --
| kind | start | end | slack, ns | depth (start not counted) |
|---|---|---|---|---|
| setup reg to reg | uart_clk_divider[4] | uart_clk | 0.61 | 2 |
| hold reg to reg | uart_clk_divider[0] | uart_clk_divider[0] | 0.51 | 1 |
| hold / removal | uart_clk_divider[0] | uart_clk_divider[0] | 0.51 | 1 |
| setup / recovery | uart_clk_divider[4] | uart_clk | 0.61 | 2 |
-- power groups by stage --
stage / sequential, uW / clock [uW] / combinational, uW
after CTS: 250 / 201 / 18.9
after global routing: 251 / 213 / 21.2
final: 250 / 196 / 18.3
-- final cells by class --
cell class / instances / area, um^2
fill: 1050 / 7950
sequential: 27 / 671
multi-input combinational: 48 / 339
tap: 129 / 161
timing repair buffer: 10 / 100
clock buffer: 4 / 45.0
inverter: 6 / 22.5
-- worst max-delay path: cells and delay by family, from the launching register on --
| kind | cells | cell delay, ns |
|---|---|---|
| simple gates | 1 | 0.64 |
| compound gates | 1 | 0.29 |
| flops | 1 | 0.33 |
-- routing by layer --
layer	GRT usage, %	vias up	wire [um]
li1	-	307	-
met1	3.21	266	835
met2	3.15	15	587
met3	1.07	2	103
met4	0.232	0	10
met5	0	-	0
-- kinds of logic after synthesis --
kind of cell    after synthesis
compound gates                9
mux                           1
simple gates                 27
xor+xnor                      6
other cells                   1
fa+ha+maj                     3
flops                        27
buf+inv                       7
Power is estimated from default activity; no workload was simulated.
